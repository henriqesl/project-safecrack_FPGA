**flow/config.mk**
```make
export PLATFORM = sky130hd
export DESIGN_NAME = safecrack_final_version
export DESIGN_NICKNAME = safecrack_final_version
export VERILOG_FILES = /design/flow/design.v
export SDC_FILE = /design/flow/constraint.sdc
export NUM_CORES = 4
export LEC_CHECK = 1
export CORE_UTILIZATION = 30
```
**flow/design.v**
```verilog
module safecrack_final_version (
    input             clk,          
    input             rst,          
    input             confirm,      
    input      [3:0]  btn_n,        
    output reg        led_green,    
    output reg        led_red       
);
    localparam CLK_FREQ = 50_000_000;                      
    localparam LOCK_TIME_SECONDS = 10;                      
    localparam LOCK_MAX_CYCLES = CLK_FREQ * LOCK_TIME_SECONDS;  
    localparam BLINK_FREQ_HZ = 10;                          
    localparam BLINK_PERIOD_CYCLES = CLK_FREQ / BLINK_FREQ_HZ;  
    localparam FEEDBACK_DURATION_CYCLES = CLK_FREQ / 2;     
    localparam [3:0] S_IDLE       = 4'd0;   
    localparam [3:0] S_PROGRAM    = 4'd1;   
    localparam [3:0] S_INPUT_1    = 4'd2;   
    localparam [3:0] S_FEEDBACK_1 = 4'd3;   
    localparam [3:0] S_INPUT_2    = 4'd4;   
    localparam [3:0] S_FEEDBACK_2 = 4'd5;   
    localparam [3:0] S_INPUT_3    = 4'd6;   
    localparam [3:0] S_FEEDBACK_3 = 4'd7;   
    localparam [3:0] S_CHECK      = 4'd8;   
    localparam [3:0] S_UNLOCKED   = 4'd9;   
    localparam [3:0] S_LOCKED     = 4'd10;  
    reg  [3:0] state, next_state;           
    reg  [3:0] password_reg [0:2];         
    reg  [3:0] attempt_reg [0:2];          
    reg        password_set;               
    reg  [1:0] password_idx;               
    reg  [31:0] lock_counter;               
    reg  [31:0] feedback_timer;             
    reg        correct_digit_flag;         
    reg  [3:0] btn_s1, btn_s2, btn_s2_prev;  
    reg        confirm_s1, confirm_s2, confirm_s2_prev;  
    reg  [31:0] blink_counter;              
    reg  [3:0] current_digit;              
    wire [3:0] btn_fall_edge;              
    wire       confirm_fall_edge;          
    wire       password_is_correct;        
    wire       blink_on;                   
    wire       is_feedback_state;          
    always @(posedge clk or posedge rst) begin
        if (rst) begin btn_s1 <= 4'hF; btn_s2 <= 4'hF; end
        else begin btn_s1 <= btn_n; btn_s2 <= btn_s1; end
    end
    always @(posedge clk or posedge rst) begin
        if (rst) begin confirm_s1 <= 1'b0; confirm_s2 <= 1'b0; end
        else begin confirm_s1 <= confirm; confirm_s2 <= confirm_s1; end
    end
    always @(posedge clk or posedge rst) begin
        if (rst) begin btn_s2_prev <= 4'hF; confirm_s2_prev <= 1'b0; end
        else begin btn_s2_prev <= btn_s2; confirm_s2_prev <= confirm_s2; end
    end
    assign btn_fall_edge = btn_s2_prev & ~btn_s2;
    assign confirm_fall_edge = confirm_s2_prev & ~confirm_s2;
    always @(posedge clk or posedge rst) begin
        if (rst) state <= S_IDLE;
        else     state <= next_state;
    end
    assign password_is_correct = (password_reg[0] == attempt_reg[0]) &&
                                 (password_reg[1] == attempt_reg[1]) &&
                                 (password_reg[2] == attempt_reg[2]);
    always @(*) begin
        next_state = state;  
        case (state)
            S_IDLE:
                if (confirm_s2) next_state = S_PROGRAM;
                else if (password_set) next_state = S_INPUT_1;
            S_PROGRAM:
                if (confirm_fall_edge) next_state = S_IDLE;
            S_INPUT_1:    if (|btn_fall_edge) next_state = S_FEEDBACK_1;
            S_FEEDBACK_1: if (feedback_timer == 0) next_state = S_INPUT_2;
            S_INPUT_2:    if (|btn_fall_edge) next_state = S_FEEDBACK_2;
            S_FEEDBACK_2: if (feedback_timer == 0) next_state = S_INPUT_3;
            S_INPUT_3:    if (|btn_fall_edge) next_state = S_FEEDBACK_3;
            S_FEEDBACK_3: if (feedback_timer == 0) next_state = S_CHECK;
            S_CHECK: begin
                if (password_is_correct)
                    next_state = S_UNLOCKED; 
                else
                    next_state = S_LOCKED;   
            end
            S_UNLOCKED:
                if (confirm_s2) next_state = S_PROGRAM;
            S_LOCKED:
                if (lock_counter >= LOCK_MAX_CYCLES - 1) next_state = S_IDLE;
        endcase
    end
    always @(posedge clk or posedge rst) begin
        if (rst) begin
            password_set <= 1'b0; password_idx <= 0;
            lock_counter <= 0; feedback_timer <= 0;
            attempt_reg[0] <= 0; attempt_reg[1] <= 0; attempt_reg[2] <= 0;
        end else begin
            if (feedback_timer > 0) feedback_timer <= feedback_timer - 1;
            if (state == S_LOCKED)  lock_counter <= lock_counter + 1;
            case (state)
                S_IDLE: begin lock_counter <= 0; end  
                S_PROGRAM: begin
                    if (!confirm_s2_prev) begin password_idx <= 0; password_set <= 1'b0; end  
                    if (|btn_fall_edge && password_idx < 3) begin
                        if      (btn_fall_edge[0]) password_reg[password_idx] <= 4'd0; else if (btn_fall_edge[1]) password_reg[password_idx] <= 4'd1; else if (btn_fall_edge[2]) password_reg[password_idx] <= 4'd2; else if (btn_fall_edge[3]) password_reg[password_idx] <= 4'd3;
                        password_idx <= password_idx + 1;
                    end
                    if (confirm_fall_edge) begin if (password_idx == 3) password_set <= 1'b1; end  
                end
                S_INPUT_1: begin
                    if (|btn_fall_edge) begin
                        if      (btn_fall_edge[0]) current_digit = 4'd0; else if (btn_fall_edge[1]) current_digit = 4'd1; else if (btn_fall_edge[2]) current_digit = 4'd2; else current_digit = 4'd3;
                        attempt_reg[0] <= current_digit;  
                        correct_digit_flag <= (current_digit == password_reg[0]);  
                        feedback_timer <= FEEDBACK_DURATION_CYCLES;  
                    end
                end
                S_INPUT_2: begin
                    if (|btn_fall_edge) begin
                        if      (btn_fall_edge[0]) current_digit = 4'd0; else if (btn_fall_edge[1]) current_digit = 4'd1; else if (btn_fall_edge[2]) current_digit = 4'd2; else current_digit = 4'd3;
                        attempt_reg[1] <= current_digit;  
                        correct_digit_flag <= (current_digit == password_reg[1]);
                        feedback_timer <= FEEDBACK_DURATION_CYCLES;
                    end
                end
                S_INPUT_3: begin
                    if (|btn_fall_edge) begin
                        if      (btn_fall_edge[0]) current_digit = 4'd0; else if (btn_fall_edge[1]) current_digit = 4'd1; else if (btn_fall_edge[2]) current_digit = 4'd2; else current_digit = 4'd3;
                        attempt_reg[2] <= current_digit;  
                        correct_digit_flag <= (current_digit == password_reg[2]);
                        feedback_timer <= FEEDBACK_DURATION_CYCLES;
                    end
                end
            endcase
        end
    end
    always @(posedge clk or posedge rst) begin
        if (rst) blink_counter <= 0;
        else if (blink_counter >= BLINK_PERIOD_CYCLES - 1) blink_counter <= 0;
        else blink_counter <= blink_counter + 1;
    end
    assign blink_on = blink_counter > (BLINK_PERIOD_CYCLES / 2);
    assign is_feedback_state = (state == S_FEEDBACK_1) || (state == S_FEEDBACK_2) || (state == S_FEEDBACK_3);
    always @(*) begin
        led_green = 1'b0;  
        led_red   = 1'b0;  
        if ((state == S_UNLOCKED) || (is_feedback_state && correct_digit_flag && blink_on)) begin
            led_green = 1'b1;
        end
        if (state == S_LOCKED) begin
            led_red = 1'b1;
        end
    end
endmodule
```
**flow/run.sh**
```bash
#!/bin/bash
# OpenROAD 26Q1-2900-gdf79404cd8, Yosys 0.63+post, stock flow scripts
make -C /OpenROAD-flow-scripts/flow DESIGN_CONFIG=/design/flow/config.mk WORK_HOME=/design/flow/orfs finish
```
**flow/constraint.sdc**
```tcl
current_design safecrack_final_version

set clk_period 12.5
set clk_io_pct 0.2

create_clock -name clk0 -period $clk_period [get_ports {clk}]

set non_clock_inputs [all_inputs -no_clocks]
set_input_delay [expr $clk_period * $clk_io_pct] -clock clk0 $non_clock_inputs
set_output_delay [expr $clk_period * $clk_io_pct] -clock clk0 [all_outputs]
```
==> flow_summary_export.csv <==
group,metric,value,unit
run,tool_warnings,29,
synth,synth_cell_types,60,
worst_setup_path,r2r_cells,6,
sta,slew_viol_final,0,
pwr,p_per_area,131,nW/um^2
synth,yosysWarnings,3,
min_path,hp-start,"btn_s1[1]",
sta,finalSetupTns,0,ns
clock_tree,cts-resized-gates,0,
worst_setup_path,required,10.00,ns
synth,synthAdderAreaFrac,1.50,%
synth,ys_sh_simple,21.9,%
synth,synthFlopType,"dfrtp_1",
synth,synth-edff-count,7,
routing,num_antenna_cells,0,
min_path,hold_class,"reg -> reg",
grt,track_usage,12.5,%
sta,slew_headroom,46.9,%
routing,drt-initial-drc-count,283,
synth,yosys.area.top_type,"dfrtp_1",
clock_tree,cts_sinks,138,
synth,ys_seq_share,52.7,%
floorplan,dieArea,22800,sq um
layout,reg_top3,"blink_counter (32), feedback_timer (32), lock_counter (32)",
sta,whs,0.354,ns
routing,drtPass1Iterations,6,
synth,ys_cells,669,
floorplan,fp.dieH,151,um
clock_tree,htree_num_levels,4,
worst_setup_path,cp_data_arrival_time,2.77,ns
clock_tree,clockRootBuffer,"clkbuf_16",
synth,top_area_share,44.4,%
clock_tree,ctsHoldBuffers,0,
worst_setup_path,r2r_end,"feedback_timer[30]",
worst_setup_path,ff2ff_setup_slack,9.52,ns
synth,synthCells,669,
clock_tree,cts_buffer_depth,2,
synth,async_reset_ff_share,94.9,%
placement,io_buffers,8,
floorplan,initCoreUtil,30.6,%
run_status,status,"completed",
grt,grt_pass1_wl,22500,um
layout,area_delta_synth_final,15.5,%
synth,ys_sh_aoi,10.4,%
synth,ys_ff,138,
sta,fin_crit,5.27,ns
pwr,leakagePower,3.27,nW
clock_tree,cts_setup_buffers,0,
run,drv_cap,0,
worst_setup_path,end_kind,"primary output",
clock_tree,cts_inserted_buffers,17,
placement,hpwl,7970,um
sta,fmax,0.190,GHz
synth,syn_area,6650,sq um
routing,vias,4761,
min_path,min_to,"btn_s2[1]",
routing,final_antenna_net_count,0,
clock_tree,clock_latency,0.41,ns
layout,fillers,2147,
worst_setup_path,cp_max_fo,8,
layout,drive_above_1_share,8.55,%
synth,synthMuxAreaShare,0.658,%
floorplan,design.core.area,21800,sq um
clock_tree,cts_tree,"done",
floorplan,die_w,151,um
synth,area_leaders,"dfrtp_1, xnor2_1, dfstp_2",
placement,routabilityCongestion,0.852,
grt,met1_usage,20.2,%
grt,grt_max_degree,53,
pwr,ir_drop,0.0714,mV
min_path,hold_depth,0,
floorplan,placementRows,54,
grt,grt_pass1_vias,4640,
sta,rsz0062_at_grt,"no",
sta,finalHoldViolations,0,
sta,min_period_over_period,42.1,%
routing,wl_per_cell,13.1,um
sta,worst_pin_slew,0.789,ns
synth,syn_area_per_cell,9.94,sq um
layout,fin_area,7680,sq um
sta,clock_skew,0.0107,ns
grt,grt_most_used_layer,"met1",
synth,synth.logic.top_family,"simple AND/OR/NAND/NOR gates",
routing,route.detailed.drc,0,
routing,wl,12700,um
routing,viasPerCell,4.91,
grt,met3_usage,2.67,%
floorplan,top_level_ports,9,
sta,setup_violations,0,
grt,antenna_found_initial,0,
synth,xor_share,9.48,%
placement,post_dp_cell_area,7050,sq um
worst_setup_path,crit_type,"reg -> out",
grt,grt_overflow,0,
synth,ys_area,6650,sq um
grt,grt_use_met2,18.2,%
worst_setup_path,critPathLaunchType,"flip-flop",
worst_setup_path,reg2reg_from,"feedback_timer[8]",
clock_tree,clk_pin_slew_worst_paths,0.05,ns
## per-stage QoR
stage          utilization [%]  setup WS, ns  power (mW)  std cells
4_1_cts                   35.3          7.21        1.02        970
3_5_place_dp              32.4          7.65       0.483        938
3_3_place_gp              32.4          7.65       0.483        938
5_1_grt                   35.3          7.07        1.04        970
2_1_floorplan                -          6.38       0.475        677
6_report                  35.3          7.23        1.01        970
## where the power goes
| part | switching, mW | total [mW] | internal [mW] |
|---|---|---|---|
| clock | 0.178 | 0.532 | 0.354 |
| combinational | 0.0133 | 0.0171 | 0.00382 |
| sequential | 0.00155 | 0.457 | 0.456 |
| total | 0.193 | 1.01 | 0.814 |
## critical path: stages (launching register included)
cell	delay, ns
dfrtp_1	0.45
or4_1	0.56
or3_1	0.38
o21bai_1	0.16
a21oi_1	0.15
o32a_1	0.19
clkdlybuf4s50_1	0.47
## cell families (layout without fill, tap and decap cells)
kind of cell    count (synthesis)  in the layout
other cells                     1              9
mux                             4              4
compound gates                101            101
flops                         138            138
fa+ha+maj                       8              8
simple gates                  286            286
buf+inv                        59             72
xor+xnor                       72             72
## per-layer routing
layer	routed length (um)	part of all wire, %
met1	6520	51
met2	5540	44
met3	553	4.4
met4	89	0.70
met5	0	0
## worst max-delay path by stage
stage	start	to	slack, ns	depth (start not counted)
CTS	blink_counter[15]	led_green	7.21	6
global route	blink_counter[15]	led_green	7.07	6
finish	blink_counter[15]	led_green	7.23	6
## synthesized netlist by cell type, types with 2 or more instances
master / instances
dfrtp_1: 118
nor2_1: 85
xnor2_1: 50
nand2_1: 43
nor4_1: 34
clkbuf_1: 30
a21oi_1: 28
inv_1: 26
nand3_1: 23
or3_1: 23
nor3_1: 22
xor2_1: 22
o21ai_0: 19
nand4_1: 15
dfstp_2: 13
o31ai_1: 10
or4_1: 10
and3_1: 8
ha_1: 8
edfxtp_1: 7
a22o_1: 4
and2_1: 4
nand2b_1: 4
o2111ai_1: 4
o311ai_0: 4
a2111oi_0: 3
and4_1: 3
mux2_2: 3
o41ai_1: 3
or2_2: 3
a211o_1: 2
a211oi_1: 2
a311oi_1: 2
a32o_1: 2
a41o_1: 2
a41oi_1: 2
nand3b_1: 2
o211ai_1: 2
o2bb2ai_1: 2
or4_4: 2
## area by class of cell
type	instances	area, sq um	share of cell area [%]
Clock buffer	24	492	6.40
Clock inverter	8	140	1.82
Inverter	26	103	1.34
Multi-Input combinational cell	480	2970	38.6
Sequential cell	138	3500	45.6
Tap cell	280	350	4.56
Timing Repair Buffer	14	125	1.63
## layout by cell type (no fill, tap or decap), drive strengths merged, types with 9 or more instances in the layout
cell type,netlist,final
or4,12,12
xnor2,50,50
clkbuf,31,24
a21oi,28,28
nand3,23,23
or3,23,23
inv,26,26
o31ai,10,10
nor4,34,34
nor2,85,85
conb,1,9
o21ai,19,19
dfrtp,118,118
dfstp,13,13
xor2,22,22
nand4,15,15
nor3,22,22
nand2,43,43
Power is estimated from default activity; no workload was simulated.
